===== flow/run.sh =====
#!/bin/bash
# OpenROAD 26Q1-2900-gdf79404cd8, Yosys 0.63+post, stock flow scripts
make -C /OpenROAD-flow-scripts/flow DESIGN_CONFIG=/design/flow/config.mk WORK_HOME=/design/flow/orfs finish

===== flow/config.mk =====
export PLATFORM = sky130hd
export DESIGN_NAME = Subt
export DESIGN_NICKNAME = Subt
export VERILOG_FILES = /design/flow/design.v
export SDC_FILE = /design/flow/constraint.sdc
export NUM_CORES = 4
export LEC_CHECK = 1
export CORE_AREA = 10 10 70 70
export DIE_AREA = 0 0 80 80

===== flow/constraint.sdc =====
current_design Subt

set clk_period 2.5
set clk_io_pct 0.2

create_clock -name clk0 -period $clk_period

set non_clock_inputs [all_inputs -no_clocks]
set_input_delay [expr $clk_period * $clk_io_pct] -clock clk0 $non_clock_inputs
set_output_delay [expr $clk_period * $clk_io_pct] -clock clk0 [all_outputs]

===== flow/design.v =====
`timescale 1ns / 1ps
module FSM(x_i, y_i, go_i, reset, d_o, CLK);
input [3:0] x_i, y_i; 
input reset, go_i, CLK;
output [3:0] d_o;
wire ctrl_x_reg, ctrl_y_reg, ctrl_d_reg, ctrl_x_in, ctrl_y_in, neq_ctrl, lt_ctrl;
wire [3:0] subt1_x_in, subt2_y_in, x_reg_d_reg, x_o, y_o, x_in_x_reg, y_in_y_reg;
	Controller controller(
		.CLK(CLK),
		.x_i(x_i),
		.y_i(y_i),
		.x_neq_y(neq_ctrl),
		.x_lt_y(lt_ctrl),
		.x_ld(ctrl_x_reg),
		.y_ld(ctrl_t_reg),
		.x_sel(ctrl_x_in),
		.y_sel(ctrl_y_in),
		.d_o(ctrl_d_reg),
		.go_i(go_i)
		);
	dff x_reg(
		.CLK(CLK),
		.d(x_in_x_reg),
		.enable(ctrl_x_in),
		.reset(reset),
		.q(x_o)
		);
	dff y_reg(
		.CLK(CLK),
		.d(y_in_y_reg),
		.enable(ctrl_y_in),
		.reset(reset),
		.q(y_o)
	);
	dff d_reg(
		.CLK(CLK),
		.d(x_o),
		.enable(ctrl_d_reg),
		.reset(reset),
		.q(d_o)
	);
	mux_21_beh x_in(
		.mux_in0(x_i),
		.mux_in1(subt1_x_in),
		.sel(ctrl_x_in),
		.mux_out(x_in_x_reg)
	);
	mux_21_beh y_in(
		.mux_in0(y_i),
		.mux_in1(subt2_y_in),
		.sel(ctrl_y_in),
		.mux_out(y_in_y_reg)
	);
	NEQ neq(
		.x(x_o),
		.y(y_o),
		.x_neq_y(neq_ctrl)
	);
	less_than lt(
		.x(x_o),
		.y(y_o),
		.x_lt_y(lt_ctrl)
	);
	Subt subt1(
		.x(x_o),
		.y(y_o),
		.d(subt1_x_in)
	);
	Subt subt2(
		.x(y_o),
		.y(y_o),
		.d(subt2_y_in)
	);
endmodule
module dff(CLK, d, q, enable, reset);
	input CLK;
	input [3:0] d;
	input enable, reset;
	output [3:0] q;
	reg [3:0] q;
	initial begin q=0; end
	always @(posedge CLK) begin
		if(reset && !enable) begin q = 0; end
		else if (enable && !reset) begin q = d; end
		else q = q;
	end
endmodule
module NEQ(x, y, x_neq_y);
	input [3:0] x, y;
	output x_neq_y;
	assign x_neq_y = (x != y) ? 1'b1 : 1'b0;
endmodule
module less_than (x, y, x_lt_y);
	input [3:0] x, y;
	output x_lt_y;
	assign x_lt_y = (x < y) ? 1'b1 : 1'b0;
endmodule
module mux_21_beh(mux_in0, mux_in1, sel, mux_out);
input sel;
input [3:0] mux_in0, mux_in1;
output reg [3:0] mux_out;
always @(sel)
	if(sel == 1'b0) begin
		mux_out = mux_in0;
	end
	else if(sel == 1'b1) begin
		mux_out = mux_in1;
	end
endmodule
module Subt(x, y, d);
	input [3:0] x, y;
	output [3:0] d;
	assign d = x - y;
endmodule

==> flow_summary.yaml <==
# physical design summary
timing:
  period_needed_ps: 2420
  hold_violations: 0
  maxSlewHeadroom_pct: 86.5
  slew_violations: 0
  grt_setup_unrepaired: "false"
  worst_pin_slew_ps: 201
  max_freq_mhz: 413
  setup_viol: 0
  tns_ps: 0
  whs_ps: 1770
  post-route-period-util_pct: 96.9
yosys:
  yosys_area_um2: 116
  top_area_cell: "ha_1"
  ys_warn_count: 0
  avgSynthCellArea_um2: 8.31
  synth_top_area_share_pct: 32.3
  syn_inst: 14
  syn_area_um2: 116
  yosys_cells: 14
  netlist-cell-type-count: 7
  ys_seq_share_pct: 0
  topCellsByArea: "ha_1 (32%), fa_1 (17%), inv_1 (16%), xnor2_1 (15%), xor2_1 (7.5%)"
drt:
  met2_length_um: 227
  drt_wl_total_um: 494
  ant_nets: 0
  avgViaCountPerCell: 1.99
  wl_met1_um: 203
  wl_met3_um: 64
  highest_layer: "met3"
  wl_per_cell_um: 6.68
  vias: 147
  diodes: 0
  route.detailed.drc: 0
  dr.pass1.iters: 1
  drt_iter0_markers: 0
job:
  warnings: 32
  cap_viol_max_count: 0
placed_design:
  dp_hpwl_um: 444
  dp.cells: 74
  placed_area_um2: 309
  place.gp.congestion: 0.756
  numPortBuffers: 12
floorplanning:
  die_x_um: 80
  die_h_um: 80
  rows: 21
  fp_util_pct: 3.41
  dieArea_mm2: 0.00640
  io_pins: 12
  core_mm2: 0.00342
setup_path:
  startpoint_type: "input pin"
  critPathMaxFanout: 2
  criticalPathCategory: "input pin to output pin"
  endpoint_kind: "output pin"
  required_ps: 2000
  arrival_ps: 1920
layout:
  drive_gt1_share_pct: 21.4
  final_common_cell: "clkdlybuf4s50_1"
  layout_top_cells: "clkdlybuf4s50_1 (8), inv_1 (4), dlygate4sd2_1 (3)"
  nClkBuffers: 0
  seq_cells: 0
  syn2layout_area_growth_pct: 171
  fin_cells: 74
  seq_area_um2: 0
  n_fill_cell: 409
  stdcell_area_um2: 315
min_path:
  holdPathStages: 7
  holdPathEnd: "d[3]"
  worstHoldPathType: "input pin to output pin"
  holdCritStartpoint: "x[0]"
clock_network:
  cts_setup_buffers: 0
  holdBufCountCts: 0
pwr:
  leakagePower_nw: 0.131
  ir_drop_uv: 15.4
  p_per_area_mw_per_mm2: 168
grt:
  grtUsageTotal_pct: 1.43
  grt_pass1_wl_um: 772
  first_global_vias: 155
  grt_overflow: 0
  grt_max_degree: 3
  antenna_found_initial: 0
outcome:
  run_status: "completed"
==> synthesized netlist by cell type (all sizes together) <==
master,n
a21o,1
a31oi,1
fa,1
ha,3
inv,5
xnor2,2
xor2,1
==> power by group <==
| group | total [mW] | internal [mW] | switching (mW) |
|---|---|---|---|
| logic | 0.0531 | 0.0357 | 0.0174 |
| registers | 0 | 0 | 0 |
| clock network | 0 | 0 | 0 |
==> cell families after synthesis <==
| kind of cell | after synthesis | synth area share (%) |
|---|---|---|
| compound gates | 2 | 11.8 |
| buf+inv | 5 | 16.1 |
| xor+xnor | 3 | 22.6 |
| fa+ha+maj | 4 | 49.5 |
==> stage by stage <==
step | worst slack [ps] | util [%] | power, mW
5_1_grt | 27.6 | 9.23 | 0.0606
6_report | 78.5 | 9.23 | 0.0531
3_5_place_dp | -293 | 9.05 | 0.0590
4_1_cts | 0.0466 | 9.01 | 0.0538
2_1_floorplan | 722 | - | 0.0152
3_3_place_gp | -266 | 9.05 | 0.0579
==> area by class of cell <==
class | instances | area (µm²) | area share (%)
Inverter | 5 | 18.8 | 5.95
Timing Repair Buffer | 14 | 126 | 40.1
Multi-Input combinational cell | 9 | 113 | 35.7
Tap cell | 46 | 57.6 | 18.3
==> worst max path at each step <==
stage | start | to | cells after the start
final | y[0] | d[2] | 6
after global routing | y[0] | d[2] | 6
after CTS | y[2] | d[3] | 7
==> metal layers <==
metal | vias to the layer above | global-route usage [%]
li1 | 71 | -
met4 | 0 | 0
met3 | 0 | 0.455
met1 | 69 | 1.72
met2 | 7 | 2.57
met5 | - | 0
==> what timing repair did <==
item / 4_1_cts / 5_1_grt
endpoints found under the setup margin: 3 / 2
resized: 7 / 2
pin swaps: 2 / 1
==> critical path, stage by stage <==
cell	delay, ps
clkdlybuf4s50_1	460
ha_2	160
inv_2	40
fa_1	370
xor2_1	150
dlygate4sd2_1	240
Power is estimated from default activity; no workload was simulated.
